## flow/design.v

```verilog
`timescale 1ns / 1ps
module alu(
   input [7:0] a,b ,  
   input [2:0] operation,
   output reg [7:0] alu_op  
   );
    parameter add = 3'b000, sub = 3'b001, mul = 3'b010, div = 3'b011, rem =3'b100;
always @(*)
begin
 case (operation)
   add     :  alu_op = a + b; 
   sub     :  alu_op = a - b;  
   mul     :  alu_op = a * b; 
   div     :  alu_op = a / b; 
   rem     :  alu_op = a % b; 
   default :alu_op = 8'bX;
 endcase
end
endmodule
```

## flow/run.sh

```bash
#!/bin/bash
# OpenROAD 26Q1-2900-gdf79404cd8, Yosys 0.63+post, stock flow scripts
make -C /OpenROAD-flow-scripts/flow DESIGN_CONFIG=/design/flow/config.mk WORK_HOME=/design/flow/orfs finish
```

## flow/config.mk

```make
export PLATFORM = sky130hd
export DESIGN_NAME = alu
export DESIGN_NICKNAME = alu
export VERILOG_FILES = /design/flow/design.v
export SDC_FILE = /design/flow/constraint.sdc
export NUM_CORES = 4
export LEC_CHECK = 1
export CORE_UTILIZATION = 40
```

## flow/constraint.sdc

```tcl
current_design alu

set clk_period 25.9
set clk_io_pct 0.2

create_clock -name clk0 -period $clk_period

set non_clock_inputs [all_inputs -no_clocks]
set_input_delay [expr $clk_period * $clk_io_pct] -clock clk0 $non_clock_inputs
set_output_delay [expr $clk_period * $clk_io_pct] -clock clk0 [all_outputs]
```

==> results.txt <==
On the backend side, the flow ran end to end.

The routed wire length stands at 9440 um. The pin slew with the least headroom to its limit stands at 0.863 ns. 0 antenna diodes ended up in the layout.

The smallest hold slack stands at 11.66 ns. Before antenna repair, the detailed router went through 4 iterations. The largest net degree at the start of global routing stands at 17. The flow ran to the end, and the final reports show no timing, DRC or antenna violations.

Setup repair after global routing left no endpoint under its margin. Dividing the final minimum period by the clock period gives 0.897. In the post-synthesis netlist, the biggest area contributors are ha_1 24%, xnor2_1 9.9%, fa_1 8.4%, nor2_1 6.5%, inv_1 4.7%. The worst setup path is of the in2out kind. The number of non-filler instances in the completed layout stands at 580. In the final report, the number of pins over their slew limit comes to 0. For this block, the initial DRC count from the detailed router was 160. Once placement completed, the tool counted placed cells totaling 580. Counting the warning lines in the Yosys log gives 1. The largest vdd supply drop stands at 11.4 uV.

The aggregate global-route resource usage stands at 0.231. Endpoints with negative setup slack in the final report add up to 0. The worst path in the final design needs a cycle of 23.24 ns, including I/O delays and setup. The critical path's slowest stage uses the library cell clkdlybuf4s50_1. The leakage power figure stands at 1.66 nW. The fraction of layout cells with a size suffix above 1 stands at 0.0377. The yosys-reported design area after synthesis stands at 3350 um^2. The first-pass GRT wire length stands at 15600 um. The synthesized netlist occupies a cell area of 3350 um^2. The post-placement worst setup slack stands at 2.82 ns. In this run the count of I/O pins placed on the die edge is 27.

The number of cell instances after yosys synthesis stands at 464. For reference, the placement row count at floorplan is 32. The layout report lists the combined flip-flop and latch area as 0 um^2.

The post-synthesis average cell area stands at 7.21 um^2. In this run the tools logged warnings totalling 37. The final HPWL from detailed placement stands at 7620 um. The critical path starts at b[0]. The count of buffering cells on the critical path with inverters included stands at 6. The total placed instance area stands at 3700 um^2. The number of max-cap violations stands at 0. Per the synthesis report, the number of distinct cell types is 64. The overall via count from detail_route stands at 3210.

Static timing analysis puts the maximum clock frequency at 43.0 MHz. The cell family contributing the most delay on the critical path is AND-OR/OR-AND gates. The number of antenna violations at the first check in global routing stands at 0. The worst pin sits at a relative slew slack of 0.424. In the final routing, the length of wire on met1 measures 4650 um. The weighted congestion reported at the end of routability-driven placement stands at 0.931. Once routing completed, OpenROAD measured the worst setup slack at 2.66 ns.

The required arrival time at the worst endpoint stands at 20.72 ns. Hold-check failures listed in the final report amount to 0. STA classifies the critical path startpoint as an input pin. For this run, the detailed router reports a per-instance via density of 5.53. Signal routing reaches up to met4. The report lists the power per cell area as 36.8 nW/um^2. The commonest cells after synthesis are 64 x ha_1, 58 x nor2_1, 42 x inv_1, 38 x xnor2_1, 29 x nand2_1.

The y dimension of the die stands at 93.5 um. The share of the Yosys chip area taken by registers is 0. The initial utilization of the core area, before any placement, comes to 0.424. The region available for standard cell placement spans 7890 um^2. The number of fillers in the final layout stands at 793. Of the post-synthesis cell area, the dominant cell type holds 0.239.

Checking hold timing, the worst path is listed with class in2out. Per the post-route antenna check, the number of violating nets is 0. In this run the full chip footprint comes out at 8730 um^2. Per the repair_timing log after CTS, setup buffers inserted total 0. The setup TNS stands at 0 ns.

For the worst setup path, the data arrival time is 18.06 ns. The post-cts repair resize count stands at 0. Detailed routing placed a total of 452 um of wire on met3. The count of hold buffers inserted by post-cts repair stands at 0.

STA classifies the critical path endpoint as an output port. The cell area after layout stands at 3700 um^2. The layout overhead on the synthesized area stands at 10.5%. Summed over all nets, wire length on met2 after detailed routing comes to 4230 um.

The die is 93.5 um wide. The final core utilization stands at 0.469. In this design, the critical path's most frequently occurring cell is ha_1. The final sequential cell count stands at 0. The cell type that accounts for the most area after synthesis is ha_1. The synthesized netlist cell count stands at 464.

The number of cells on the critical path stands at 49. The routed length per placed instance stands at 16.3 um. Overall power consumption after layout is estimated at 136 uW. The highest cell delay on the worst timing path stands at 0.79 ns. The most critical setup path has its endpoint at alu_op[0]. After detailed routing, the number of remaining DRC violations is 0. The number of buffers inserted by port buffering stands at 27. Max fanout on the critical path was recorded as 14. The clock buffers instantiated in the layout total 0. The via count of the first global-routing pass stands at 3125.

Looking at the gate-level netlist, the highest instance count belongs to ha_1. The overall overflow remaining after global route stands at 0.
==> tightest hold or removal path: stages <==
cell and delay (ns):
clkdlybuf4s50_1 0.47, nand2b_1 0.17, nor2_1 0.10, nand3_1 0.08, nand3_1 0.08, clkdlybuf4s50_1 0.40
==> logic make-up (layout without fill, tap and decap cells) <==
family / after synthesis / in the layout / share of synthesized area
multiplexers: 14 / 14 / 0.0449
XOR/XNOR: 45 / 45 / 0.118
AND/OR/NAND/NOR: 159 / 159 / 0.233
AND-OR/OR-AND: 109 / 109 / 0.212
buffers and inverters: 59 / 73 / 0.0688
adder cells (fa/ha/maj): 78 / 78 / 0.323
==> cell type report <==
class | count | area, um^2 | share of cell area
tap | 102 | 128 | 0.0345
timing repair buffer | 30 | 293 | 0.0792
multi-input combinational | 405 | 3120 | 0.843
inverter | 43 | 161 | 0.0437
==> power by group <==
| group | leakage, nW | total, mW | switching (mW) | internal, mW |
|---|---|---|---|---|
| clock | 0 | 0 | 0 | 0 |
| sequential | 0 | 0 | 0 | 0 |
| combinational | 1.66 | 0.136 | 0.0718 | 0.0642 |
| total | 1.66 | 0.136 | 0.0718 | 0.0642 |
==> placed cells by master, fill, tap and decap left out, types with 3 or more instances in the layout <==
cell type        instances
a211oi_1                 3
nand4_1                  4
a21o_1                   6
buf_4                    3
xnor2_1                 38
and3_1                   3
clkdlybuf4s50_1         27
or3_1                    9
mux2i_1                  6
mux2_2                   7
nor2_1                  58
xor2_1                   7
ha_1                    64
inv_1                   42
nor3_1                  13
o21ai_1                 17
fa_1                    14
a31oi_1                  5
o21a_1                   6
nor2b_1                  6
and2_1                   7
o21bai_1                 3
nand3_1                  6
o22ai_1                  6
o21ai_0                  8
nand2b_1                11
a21oi_1                 28
nand2_1                 29
==> per-layer routing <==
layer | vias up | GRT usage
met5 | - | 0
met4 | 0 | 0.0269
met3 | 8 | 0.0199
met2 | 71 | 0.386
met1 | 1464 | 0.334
li1 | 1667 | -
==> how the worst min path moves through the flow <==
stage | start | to | slack (ns) | depth (start not counted)
5_1_grt | operation[2] | alu_op[3] | 11.72 | 6
6_report | operation[2] | alu_op[3] | 11.66 | 6
4_1_cts | operation[2] | alu_op[3] | 11.65 | 6
Power figures rest on the tool's default switching activity, not on a simulated workload.
