--- ./run.sh ---
#!/bin/bash
# OpenROAD 26Q1-2900-gdf79404cd8, Yosys 0.63+post, stock flow scripts
make -C /OpenROAD-flow-scripts/flow DESIGN_CONFIG=/design/flow/config.mk WORK_HOME=/design/flow/orfs finish
--- ./config.mk ---
export PLATFORM = sky130hd
export DESIGN_NAME = nbit_comparator
export DESIGN_NICKNAME = nbit_comparator
export VERILOG_FILES = /design/flow/design.v
export SDC_FILE = /design/flow/constraint.sdc
export NUM_CORES = 4
export LEC_CHECK = 1
export CORE_AREA = 10 10 72 72
export DIE_AREA = 0 0 82 82
--- ./constraint.sdc ---
current_design nbit_comparator

set clk_period 2.8
set clk_io_pct 0.2

create_clock -name clk0 -period $clk_period

set non_clock_inputs [all_inputs -no_clocks]
set_input_delay [expr $clk_period * $clk_io_pct] -clock clk0 $non_clock_inputs
set_output_delay [expr $clk_period * $clk_io_pct] -clock clk0 [all_outputs]
--- ./design.v ---
`timescale 1ns / 1ps
module nbit_comparator(A,B,lt,gt,eq );
    parameter word_size = 16 ;
    input [word_size-1 : 0] A,B;
    output reg lt,gt,eq;
    always @(A,B)
        begin
            if(A>B) begin gt = 1;lt=0 ; eq =0; end
            else if (A<B) begin lt =1;gt = 0;eq =0; end
            else begin eq = 1;gt = 0; lt=0 ; end
        end
endmodule
==> run summary <==
run results: VDD IR max between 0.05 and 0.06 mV, WL per Instance between 10 and 15 um, first-pass GRT wire length approximately 2400 um, floorplan core density 0.118, Non-Filler Instances about 150, Tightest Pin Transition approximately 270 ps, vias per cell between 3 and 4, Seq/Total Area, Yosys 0, Psw approximately 0.056 mW, CP max stage cell clkdlybuf4s50_1, GR Util met2 0.0682, Fin. Hold Viols 0, Synth Area per Inst 7.26 um^2, outcome complete, no violations, GP Congestion around 0.77, Crit. End Element primary output, crit share post-route 0.974, Synth-to-Final Area Change 141%, count of input and output buffers 35, worst hold stages 8, die span in y between 80 and 90 um, Setup crit start kind primary input, Syn Inst Count ~60, Hold EP eq, via count approximately 570, post-synthesis cell area 435 um^2, OpenROAD warnings 32, DRT Pass-1 Iters 2, critical path type primary input to primary output, violation count after the first detailed-routing iteration 13, clkbuf count 0, DP Cell Count 145, Total Routing Usage GR 0.0436, Setup Viol. Count Final 0, CP Buf/Inv Count 3, diodes inserted 0, number of global-route vias before repair approximately 570, crit-path cells clkdlybuf4s50_1 -> inv_1 -> ha_4 -> nand4_1 -> o221ai_1 -> a21oi_2 -> o31a_1 -> buf_2, Hold Slack 1800 ps, Layout Utilization 0.284, Worst Path Arrival around 2200 ps, combinational fraction of design power 1.000, pwr/cell area roughly 140 nW/um^2, Cell Type Count 17, met3 Usage GRT 0.0165, Comb area approximately 530 um^2, area of the chip 6720 um^2, Pint ~0.088 mW, CP top delay family buffers and inverters, row count 22, post-detail-place hpwl between 1000 and 1500 um, switching share of power 0.387, Slew Limit Fails 0, grt met1 use 0.0581, fill count between 300 and 400, initial antenna violation count 0, Max-slew headroom 0.818, part of the power in the clock network 0, Sequential Power Share 0, crit-path max cell delay about 460 ps, most instantiated logic cell after routing clkdlybuf4s50_1, max-cap viol count 0, Top Layout Cells clkdlybuf4s50_1 (22), ha_4 (11), inv_1 (10), dlymetal6s2s_1 (10), inv_2 (7), post-route ant nets 0, chip area in the Yosys report ~440 um^2, Max FO, Critical Path 3, Yosys Instances ~60, total grt overflow 0, seq_cells 0, HP Start B[7], worst min path class primary input to primary output, layer carrying the most global-route usage met2, # hold bufs at CTS 0, final worst path period need 2730 ps, standby leakage power slightly above 0.5 nW, fraction of layout cells with a size suffix above 1 0.330, core area 3690 um^2, Boundary Pins 35, Peak Freq about 370 MHz, Residual DRC 0, largest net degree at the start of global routing 5, register area 0 um^2, Die W 82 um, yosys warns 1, setup TNS 0 ps, final wirelength about 1600 um, critical path data required time ~2200 ps
## routing by layer
layer  up-vias  wire length [um]
met1       249               803
met4         0                 0
met3         0               117
met5         -                 0
li1        294                 -
met2        22               725
## metrics by stage
| step | area, um^2 | setup slack (ps) | power (mW) |
|---|---|---|---|
| after global routing | 1050 | -9.95 | 0.161 |
| after global placement | 861 | -358 | 0.114 |
| after CTS | 912 | 0.795 | 0.125 |
| after floorplan | 435 | 700 | 0.0480 |
| after detailed placement | 861 | -384 | 0.116 |
| final | 1050 | 71.9 | 0.144 |
## power groups by stage
stage,Combinational (mW),Sequential (mW),Clock [mW]
after CTS,0.125,0,0
after global routing,0.161,0,0
final,0.144,0,0
## tightest hold or removal path: cells and delay by family
kind	cells	cell delay, ps
compound gates	4	290
fa+ha+maj	1	110
buf+inv	3	280
## cells in the mapped netlist
library cell | number | share of area
o31a_1 | 1 | 0.020
a21oi_1 | 6 | 0.069
a21oi_2 | 1 | 0.020
o22ai_1 | 1 | 0.014
nor2_1 | 2 | 0.017
a21o_1 | 1 | 0.017
o21ai_0 | 1 | 0.011
a21boi_1 | 1 | 0.017
a221oi_2 | 1 | 0.034
nand2_1 | 4 | 0.034
o221ai_1 | 1 | 0.020
inv_1 | 17 | 0.15
nand4_1 | 3 | 0.043
nand3_1 | 1 | 0.011
and4_1 | 2 | 0.040
ha_1 | 16 | 0.46
a311o_1 | 1 | 0.023
## how the worst max path moves through the flow
stage     start  to  slack [ps]  cells past startpoint
4_1_cts   B[12]  lt         0.8                      8
5_1_grt    B[8]  lt         -10                      9
6_report   B[5]  lt          70                      8
## repair_timing
action / in CTS / in global routing
endpoints found under the hold margin: 0 / 0
setup buffers: 3 / 0
gates cloned: 0 / 0
resized: 15 / 28
setup endpoints to repair: 3 / 3
pin swaps: 8 / 16
## kinds of logic after synthesis
| family | after synthesis | share of synthesized area |
|---|---|---|
| compound gates | 15 | 0.247 |
| fa+ha+maj | 16 | 0.460 |
| buf+inv | 17 | 0.147 |
| simple gates | 12 | 0.147 |
## area by class of cell
class	instances	area share
multi-input combinational	43	0.502
tap	48	0.0573
timing repair buffer	40	0.379
inverter	17	0.0609
No activity file was given, so power comes from the tool's default toggle rates.
