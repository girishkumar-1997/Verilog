--- design/flow/run.sh ---
#!/bin/bash
# OpenROAD 26Q1-2900-gdf79404cd8, Yosys 0.63+post, stock flow scripts
make -C /OpenROAD-flow-scripts/flow DESIGN_CONFIG=/design/flow/config.mk WORK_HOME=/design/flow/orfs finish
--- design/flow/config.mk ---
export PLATFORM = sky130hd
export DESIGN_NAME = priorityencoder_8to3
export DESIGN_NICKNAME = priorityencoder_8to3
export VERILOG_FILES = /design/flow/design.v
export SDC_FILE = /design/flow/constraint.sdc
export NUM_CORES = 4
export LEC_CHECK = 1
export CORE_AREA = 10 10 70 70
export DIE_AREA = 0 0 80 80
--- design/flow/constraint.sdc ---
current_design priorityencoder_8to3

set clk_period 1.2
set clk_io_pct 0.2

create_clock -name clk0 -period $clk_period

set non_clock_inputs [all_inputs -no_clocks]
set_input_delay [expr $clk_period * $clk_io_pct] -clock clk0 $non_clock_inputs
set_output_delay [expr $clk_period * $clk_io_pct] -clock clk0 [all_outputs]
--- design/flow/design.v ---
`timescale 1ns / 1ps
module priorityencoder_8to3(
    input [7:0] i,
    output reg [2:0] o
    );
    always @ (*)
        begin
            if(i[7])      o = 3'd7 ;
            else if(i[6]) o = 3'd6 ;
            else if(i[5]) o = 3'd5 ;
            else if(i[4]) o = 3'd4 ;
            else if(i[3]) o = 3'd3 ;
            else if(i[2]) o = 3'd2 ;
            else if(i[1]) o = 3'd1 ;
            else if(i[0]) o = 3'd0 ;    
            else          o = 3'dx ;
        end
endmodule
==> GITHUB_STEP_SUMMARY <==
## Implementation flow summary

| Metric | Value |
|---|---|
| Post-synth seq share | `0%` |
| Clock share of power | `0%` |
| Final ANT Viol Nets | `0` |
| Initial antenna violation count | `0` |
| Outcome | `finished clean` |
| Crit path launch type | `primary input` |
| Post-Syn Instances | `10` |
| Arrival time at the worst endpoint | `approximately 0.90 ns` |
| Final setup fails | `0` |
| Setup crit end | `o[2]` |
| Cells in synth_stat.txt | `10` |
| Die width | `80 um` |
| FP Util | `~1.3%` |
| Routed len/inst | `4.92 um` |
| Share of cells above drive strength 1 | `around a fifth` |
| Ports | `11` |
| Port Buf Inserts | `10` |
| Clkbuf count | `0` |
| Sw Pwr | `approximately 14 uW` |
| Setup TNS | `0 ns` |
| Area of the die | `between 0.006 and 0.007 mm2` |
| Power per cell area | `183 mW/mm2` |
| Global route total overflow | `0` |
| Largest net degree at the start of global routing | `4` |
| Total GRT Usage | `less than 1%` |
| Final Core Density | `5.60%` |
| Die Ht | `80 um` |
| Synth Area per Inst | `around 4.5 um2` |
| Dpl hpwl | `274 um` |
| Yosys cell types | `7` |
| First-pass GRT wire length | `approximately 440 um` |
| Number of global-route vias before repair | `roughly 97` |
| Final Hold Fails | `0` |
| CP Launch Point | `i[7]` |
| Register share of total power | `0%` |
| Setup CP Type | `in2out` |
| 1st-pass router iterations | `2` |
| Post-CTS setup buffers | `0` |
| # diodes | `0` |
| OpenROAD warnings | `33` |
| Site Rows | `21` |
| Peak VDD IR | `between 0.015 and 0.02 mV` |
| Leakage | `between 0.00006 and 0.00007 uW` |
| Slew Limit Fails | `0` |
| Synth-to-Final Area Change | `325%` |
| DR iter-0 viols | `2` |
| Min Tclk post-route | `1.14 ns` |
| CP required | `around 0.96 ns` |
| Total routed wirelength | `approximately 330 um` |
| Core ar. | `about 0.0034 mm2` |
| Total of max-cap violations | `0` |
| Worst min path class | `in2out` |
| Vias | `approximately 110` |
| Gate power share | `approximately 100%` |
| Vias/cell | `around 1.6` |
| Flops | `0` |
| Critical path peak fanout | `2` |
| Yosys stat chip area | `around 45 um2` |
| Fmax | `0.875 GHz` |
| Fillers | `415` |
| Worst slew pin tran | `roughly 0.18 ns` |
| Switch share | `approximately 40%` |
| Final worst path period share | `between 90 and 100%` |
| Yosys warning count | `1` |
| Placer Congestion | `around 0.8` |
| Post-synthesis cell area | `approximately 45 um2` |
| FF/Latch Area | `0 um2` |
| Placed cells | `around 66` |
| Cell Int Power | `21.1 uW` |
| Hold_ws | `0.866 ns` |
| Finished Layout Cells | `between 60 and 70` |
| Max-Slew Margin vs Limit | `between 80 and 90%` |
| Hold Path Origin | `i[4]` |
| Drt drc | `0` |
| Critical Path End Type | `output pin` |
-- power groups by stage --
stage | clock [uW] | combinational (uW) | sequential, uW
6_report | 0 | 35.1 | 0
5_1_grt | 0 | 39.4 | 0
4_1_cts | 0 | 33.2 | 0
-- per-layer routing --
metal	vias up	global-route usage [%]	share of wire (%)
met5	-	0	0
met2	10	0.883	18
met3	0	0.568	21
met1	43	1.32	61
met4	0	0	0
li1	53	-	-
-- critical path, stage by stage --
cell	delay (ns)
dlygate4sd2_1	0.25
nor2_2	0.12
nand2_1	0.06
dlygate4sd2_1	0.24
-- cells in the final DEF, fill, tap and decap left out, drive strengths merged --
master,instances
nand2,2
clkinv,1
o21ai,1
inv,1
dlygate4sd2,5
a21oi,2
nor2,2
buf,1
clkbuf,1
o31ai,1
clkdlybuf4s15,3
-- worst min path at each step --
stage | end | slack (ns) | cells past startpoint
6_report | o[0] | 0.87 | 3
4_1_cts | o[0] | 0.88 | 3
5_1_grt | o[0] | 0.89 | 3
-- layout make-up --
type	count	area (um2)	share of cell area, %
timing repair buffer	10	83.8	43.8
multi-input combinational	8	42.5	22.2
tap	46	57.6	30.1
inverter	2	7.51	3.92
-- per-stage QoR --
step	area (um2)	total power, uW	worst slack [ns]
detailed placement	203	44.4	-0.535
CTS	189	33.2	0.00617
global placement	203	43.3	-0.495
finish	191	35.1	0.0571
floorplan	45.0	7.48	0.492
global route	191	39.4	-0.00253
-- cell usage after synthesis --
cell type / n / area [um2]
nor2_1: 2 / 7.51
inv_1: 1 / 3.75
o31ai_1: 1 / 7.51
a21oi_1: 2 / 10.0
nand2_1: 2 / 7.51
clkinv_1: 1 / 3.75
o21ai_0: 1 / 5.00
-- what timing repair did --
item                       4_1_cts  5_1_grt
setup endpoints to repair        3        2
hold buffers                     0        0
pin swaps                        6        1
resized                         15        5
hold endpoints to repair         0        0
-- kinds of logic after synthesis --
family / synth area share [%]
compound gates: 50.0
simple gates: 33.3
buf+inv: 16.7
Power figures rest on the tool's default switching activity, not on a simulated workload.
